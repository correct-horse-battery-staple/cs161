## design.v

```verilog
module Rolv(input logic [31:0] I1, input logic [4:0] I2, output [31:0] O);
   logic [31:0] rolv0, rolv1, rolv2, rolv3, rolv4, rolv5, rolv6, rolv7; 
   assign rolv0 = I1;
   assign rolv1 = {{I1[30:0],I1[31]}};
   assign rolv2 = {{I1[29:0],I1[31:30]}};
   assign rolv3 = {{I1[28:0],I1[31:29]}};
   assign rolv4 = {{I1[27:0],I1[31:28]}};
   assign rolv5 = {{I1[26:0],I1[31:27]}};
   assign rolv6 = {{I1[25:0],I1[31:26]}};
   assign rolv7 = {{I1[24:0],I1[31:25]}};
   mux8to1B32 leftRotate(I2[2],I2[1],I2[0],rolv7,rolv6,rolv5,rolv4,rolv3,rolv2,rolv1,rolv0,O);
endmodule
module mux8to1B32 (input logic C2, input logic C1, input logic C0,
		   input logic [31:0] I7, input logic[31:0] I6,
		   input logic [31:0] I5, input logic[31:0] I4,
		   input logic [31:0] I3, input logic[31:0] I2,
		   input logic [31:0] I1, input logic[31:0] I0,
		   output logic [31:0] O);
   logic [31:0] 		       temp1, temp2;
   mux4to1B32 s1(C1,C0,I7,I6,I5,I4,temp1);
   mux4to1B32 s2(C1,C0,I3,I2,I1,I0,temp2);
   mux4to1B32 s3(1'b0,C2,32'b0,32'b0,temp1,temp2,O);
endmodule
module mux4to1B1(C1,C0,I3,I2,I1,I0,O1);
input logic C1, C0, I2, I1, I3, I0;
output logic O1;
assign O1 = (C1 & C0 & I3) |
	(C1 & ~C0 & I2) |
	(~C1 & C0 & I1) |
	(~C1 & ~C0 & I0);
	endmodule
module mux4to1B32 (input logic C1, input logic C0, input logic [31:0] I3, 
	input logic[31:0] I2, input logic [31:0] I1, 
	input logic [31:0] I0, output logic [31:0] O);
	mux4to1B4 s1(C1,C0,I3[3:0],I2[3:0],I1[3:0],I0[3:0],O[3:0]);
	mux4to1B4 s2(C1,C0,I3[7:4],I2[7:4],I1[7:4],I0[7:4],O[7:4]);
	mux4to1B4 s3(C1,C0,I3[11:8],I2[11:8],I1[11:8],I0[11:8],O[11:8]);
	mux4to1B4 s4(C1,C0,I3[15:12],I2[15:12],I1[15:12],I0[15:12],O[15:12]);
	mux4to1B4 s5(C1,C0,I3[19:16],I2[19:16],I1[19:16],I0[19:16],O[19:16]);
	mux4to1B4 s6(C1,C0,I3[23:20],I2[23:20],I1[23:20],I0[23:20],O[23:20]);
	mux4to1B4 s7(C1,C0,I3[27:24],I2[27:24],I1[27:24],I0[27:24],O[27:24]);
	mux4to1B4 s8(C1,C0,I3[31:28],I2[31:28],I1[31:28],I0[31:28],O[31:28]);
endmodule
module mux4to1B4 (input logic C1, input logic C0, input logic [3:0] I3, 
	input logic[3:0] I2, input logic [3:0] I1, 
	input logic [3:0] I0, output logic [3:0] O);
	integer i;
	mux4to1B1 m0(C1,C0,I3[0],I2[0],I1[0],I0[0],O[0]);
	mux4to1B1 m1(C1,C0,I3[1],I2[1],I1[1],I0[1],O[1]);
	mux4to1B1 m2(C1,C0,I3[2],I2[2],I1[2],I0[2],O[2]);
	mux4to1B1 m3(C1,C0,I3[3],I2[3],I1[3],I0[3],O[3]);
endmodule
```

## run.sh

```bash
#!/bin/bash
# OpenROAD 26Q1-2900-gdf79404cd8, Yosys 0.63+post, stock flow scripts
make -C /OpenROAD-flow-scripts/flow DESIGN_CONFIG=/design/flow/config.mk WORK_HOME=/design/flow/orfs finish
```

## config.mk

```make
export PLATFORM = sky130hd
export DESIGN_NAME = Rolv
export DESIGN_NICKNAME = Rolv
export VERILOG_FILES = /design/flow/design.v
export SDC_FILE = /design/flow/constraint.sdc
export NUM_CORES = 4
export LEC_CHECK = 1
export CORE_AREA = 10 10 101 101
export DIE_AREA = 0 0 111 111
```

## constraint.sdc

```tcl
current_design Rolv

set clk_period 1.9
set clk_io_pct 0.2

create_clock -name clk0 -period $clk_period

set non_clock_inputs [all_inputs -no_clocks]
set_input_delay [expr $clk_period * $clk_io_pct] -clock clk0 $non_clock_inputs
set_output_delay [expr $clk_period * $clk_io_pct] -clock clk0 [all_outputs]
```

==> out/results.tsv <==
metric	value	unit
setup_tns	-3.641	ns
flop count	0	
HP Class	primary input to output port	
I/O pin cnt	69	
largest net degree at the start of global routing	17	
CP max stage cell	mux4_2	
register share after synthesis	0	
gr usage total	0.08047	
slowest stage delay, CP	0.54	ns
wire length per cell	18.14	um
Area Growth Syn to Fin	75.17	%
Peak VDD IR	99.27	uV
DRC violations left	0	
final RePlAce weighted congestion	0.8165	
fin crit period	2.070	ns
max-cap viol count	0	
Worst Path Buf+Inv	4	
Post-Route WL	5170	um
Worst Setup SP	I2[0]	
worst endpoint required time	1.52	ns
Sequential Power Share	0	
Tightest Pin Transition	0.1730	ns
Sw Share	0.2981	
Worst Path Max Fanout	7	
Max Slew Vio Count	0	
# Cells Yosys	108	
vias in the first global route	1372	
post-route setup slack	-0.1704	ns
total vias in the final route	1250	
cycle use final	1.090	
post-synthesis cell type count	11	
number of port buffers	67	
number of clock-tree buffers in the layout	0	
worst path cell trace	buf_12, buf_16, mux4_2, buf_6, mux2_4, buf_6	
Final Hold Fails	0	
clock power share	0	
syn avg cell area	13.53	um^2
total power	0.0007728	W
kind of end point of the critical path	output port	
hold path startpoint	I1[7]	
Logic pwr share	1.000	
Cells after Synth	108	
outcome	finished, violations left	
DRT iter0 DRCs	56	
HPWL Detailed	3949	um
die width	111	um
pwr/cell area	301.9	mW/mm^2
max frequency	483.0	MHz
Vias/cell	4.386	
Hold Buf Count CTS	0	
YS chip area	0.001461	mm^2
total die size	0.01232	mm^2
Slew HR	0.8847	
switching power	0.0002304	W
initial antenna violation count	0	
Log Warnings	36	
Init Core Util	0.1797	
Overflow after GRT	0	
Leak Pwr	1.138	nW
area of the core	0.008134	mm^2
post-route ant nets	0	
Top delay family on crit path	multiplexers	
WS Path Type	primary input to output port	
TritonRoute pass-1 iters	4	
die y size	111	um
number of diodes	0	
layout cells sized above 1	0.8611	
Worst Path Arrival	1.69	ns
Rows	33	
Critical Path Most Common Cell	buf_6	
synthesized area	0.001461	mm^2
crit start category	primary input	
RSZ-0062 raised after global routing	yes	
Power Internal	0.0005424	W
final setup vio count	32	
synth warn	0	
first-pass GRT wire length	8059	um
storage element area	0	um^2
failing checks	negative setup slack	
==> Yosys cell counts (all sizes together) <==
master / number / area [um^2]
mux2: 32 / 360.4
buf: 40 / 344.1
mux4: 32 / 730.7
clkbuf: 4 / 26.27
==> repair_timing <==
action                                  in CTS  in global routing
pin swaps                                    0                  0
cloned                                       3                  0
endpoints found under the setup margin      32                 32
gates resized                              245                 22
buffers inserted                            34                  3
==> cells in the final DEF (no fill, tap or decap) <==
cell	Yosys	final
buf_6	3	54
mux2_4	0	32
buf_16	0	2
buf_4	32	11
dlygate4sd2_1	0	14
buf_12	3	4
bufbuf_16	0	1
clkdlybuf4s15_2	0	3
mux4_2	29	31
clkdlybuf4s15_1	0	11
buf_2	2	11
mux4_4	1	1
buf_8	0	2
clkbuf_2	1	3
==> cells by family after synthesis <==
kind of cell,after synthesis,share of synthesized area
buffers and inverters,44,0.2534
muxes,64,0.7466
==> metrics by stage <==
stage / instance area [um^2] / cells / worst slack, ns / utilization / hold slack (ns)
6_report: 2560 / 285 / -0.1704 / 0.3147 / 1.354
5_1_grt: 2560 / 285 / -0.2061 / 0.3147 / 1.382
4_1_cts: 2451 / 282 / -0.1740 / 0.3013 / 1.369
3_5_place_dp: 1993 / 245 / -0.8783 / 0.2450 / 1.782
3_3_place_gp: 1993 / 245 / -0.8760 / 0.2450 / 1.799
2_1_floorplan: 1466 / 108 / 0.005650 / - / 1.114
==> routing by layer <==
metal | track usage | share of wire
met1 | 0.1037 | 0.43
met2 | 0.1313 | 0.49
met3 | 0.03394 | 0.087
met4 | 0 | 0
met5 | 0 | 0
==> path summary, 6_finish.rpt <==
path	slack [ns]	to	depth (start not counted)
min	1.35	O[12]	4
max	-0.17	O[14]	6
==> final cells by class <==
class	count	area [um^2]
multi-input cells	64	1204
fillers	795	5574
well taps	105	131.4
repair buffers	116	1225
==> power by group through the flow <==
stage / Clock [W] / Sequential, W / Combinational, W
5_1_grt: 0 / 0 / 0.000827
6_report: 0 / 0 / 0.000773
4_1_cts: 0 / 0 / 0.000725
Power figures rest on the tool's default switching activity, not on a simulated workload.
