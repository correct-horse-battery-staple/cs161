**design/flow/run.sh**
```bash
#!/bin/bash
# OpenROAD 26Q1-2900-gdf79404cd8, Yosys 0.63+post, stock flow scripts
make -C /OpenROAD-flow-scripts/flow DESIGN_CONFIG=/design/flow/config.mk WORK_HOME=/design/flow/orfs finish
```
**design/flow/config.mk**
```make
export PLATFORM = sky130hd
export DESIGN_NAME = Rorv
export DESIGN_NICKNAME = Rorv
export VERILOG_FILES = /design/flow/design.v
export SDC_FILE = /design/flow/constraint.sdc
export NUM_CORES = 4
export LEC_CHECK = 1
export CORE_AREA = 10 10 91 91
export DIE_AREA = 0 0 101 101
```
**design/flow/constraint.sdc**
```tcl
current_design Rorv

set clk_period 1.5
set clk_io_pct 0.2

create_clock -name clk0 -period $clk_period

set non_clock_inputs [all_inputs -no_clocks]
set_input_delay [expr $clk_period * $clk_io_pct] -clock clk0 $non_clock_inputs
set_output_delay [expr $clk_period * $clk_io_pct] -clock clk0 [all_outputs]
```
**design/flow/design.v**
```verilog
module Rorv(input logic [31:0] I1, input logic [4:0] I2, output [31:0] O);
   logic [31:0] rorv0, rorv1, rorv2, rorv3, rorv4, rorv5, rorv6, rorv7; 
   assign rorv0 = I1;
   assign rorv1 = {{I1[0],I1[31:1]}};
   assign rorv2 = {{I1[1:0],I1[31:2]}};
   assign rorv3 = {{I1[2:0],I1[31:3]}};
   assign rorv4 = {{I1[3:0],I1[31:4]}};
   assign rorv5 = {{I1[4:0],I1[31:5]}};
   assign rorv6 = {{I1[5:0],I1[31:6]}};
   assign rorv7 = {{I1[6:0],I1[31:7]}};
   mux8to1B32 leftRotate(I2[2],I2[1],I2[0],rorv7,rorv6,rorv5,rorv4,rorv3,rorv2,rorv1,rorv0,O);
endmodule
module mux8to1B32 (input logic C2, input logic C1, input logic C0,
		   input logic [31:0] I7, input logic[31:0] I6,
		   input logic [31:0] I5, input logic[31:0] I4,
		   input logic [31:0] I3, input logic[31:0] I2,
		   input logic [31:0] I1, input logic[31:0] I0,
		   output logic [31:0] O);
   logic [31:0] 		       temp1, temp2;
   mux4to1B32 s1(C1,C0,I7,I6,I5,I4,temp1);
   mux4to1B32 s2(C1,C0,I3,I2,I1,I0,temp2);
   mux4to1B32 s3(1'b0,C2,32'b0,32'b0,temp1,temp2,O);
endmodule
module mux4to1B1(C1,C0,I3,I2,I1,I0,O1);
input logic C1, C0, I2, I1, I3, I0;
output logic O1;
assign O1 = (C1 & C0 & I3) |
	(C1 & ~C0 & I2) |
	(~C1 & C0 & I1) |
	(~C1 & ~C0 & I0);
	endmodule
module mux4to1B32 (input logic C1, input logic C0, input logic [31:0] I3, 
	input logic[31:0] I2, input logic [31:0] I1, 
	input logic [31:0] I0, output logic [31:0] O);
	mux4to1B4 s1(C1,C0,I3[3:0],I2[3:0],I1[3:0],I0[3:0],O[3:0]);
	mux4to1B4 s2(C1,C0,I3[7:4],I2[7:4],I1[7:4],I0[7:4],O[7:4]);
	mux4to1B4 s3(C1,C0,I3[11:8],I2[11:8],I1[11:8],I0[11:8],O[11:8]);
	mux4to1B4 s4(C1,C0,I3[15:12],I2[15:12],I1[15:12],I0[15:12],O[15:12]);
	mux4to1B4 s5(C1,C0,I3[19:16],I2[19:16],I1[19:16],I0[19:16],O[19:16]);
	mux4to1B4 s6(C1,C0,I3[23:20],I2[23:20],I1[23:20],I0[23:20],O[23:20]);
	mux4to1B4 s7(C1,C0,I3[27:24],I2[27:24],I1[27:24],I0[27:24],O[27:24]);
	mux4to1B4 s8(C1,C0,I3[31:28],I2[31:28],I1[31:28],I0[31:28],O[31:28]);
endmodule
module mux4to1B4 (input logic C1, input logic C0, input logic [3:0] I3, 
	input logic[3:0] I2, input logic [3:0] I1, 
	input logic [3:0] I0, output logic [3:0] O);
	integer i;
	mux4to1B1 m0(C1,C0,I3[0],I2[0],I1[0],I0[0],O[0]);
	mux4to1B1 m1(C1,C0,I3[1],I2[1],I1[1],I0[1],O[1]);
	mux4to1B1 m2(C1,C0,I3[2],I2[2],I1[2],I0[2],O[2]);
	mux4to1B1 m3(C1,C0,I3[3],I2[3],I1[3],I0[3],O[3]);
endmodule
```
==> flow_summary.toml <==
# implementation run metrics
[status]
status = "finished with violations"
violations = "setup timing"

[yosys]
ys_seq_share_pct = 0
yosysCellCount = 108
synth_cell_types = 10
ys_chip_area_sq_um = 1470
netlist_area_sq_um = 1470
netlist_top_cells_count = "buf_4, mux2_2, mux4_2"
area_leaders = "mux4_2, mux2_2, buf_4, buf_12, mux4_1"
synth_cells = 108
syn_area_per_cell_sq_um = 13.6
ys_warn_count = 0
yosysTopAreaCell = "mux4_2"
synth_top_area_share_pct = 46.0

[power]
p_leak_uw = 0.00114
power.total_uw = 990
power_density_nw_per_um2 = 385
peakVddDrop_v = 0.000185

[clock_network]
hold_buffers = 0

[drt]
drt-pass1-iter-count = 4
route.vias.total = 1233
antenna_cells = 0
via_per_inst = 4.87
drcViolationCount = 0
first_iter_violations = 55
drt_wl_total_um = 4980
ant_nets = 0
post_drt_wl_per_cell_um = 19.7

[job]
warnings = 37
drv_cap = 0

[floorplanning]
coreArea_sq_um = 6350
io_pins = 69
rows = 29
die_y_um = 101
die_w_um = 101
die_area_sq_um = 10200
initial_core_util_pct = 23.1

[global_route]
antenna_found_initial = 0
grtUsageTotal_pct = 9.73
grt_pass1_wl_um = 7900
grt_start_max_net_pins = 17
grt-ovfl-total = 0
grt_pass1_vias = 1358

[placement]
numPortBuffers = 67
place_ws_ps = -1040
hpwl_um = 3580
gp_congestion = 0.824

[cells_and_area]
areaGrowthSynthToFinish_pct = 75.3
seq_cell_count = 0
drive_gt1_share_pct = 81.8
clock_buffers = 0
seqCellArea_sq_um = 0
logic_area_sq_um = 1200
num-fill-cells = 571
final_util_pct = 40.5

[worst_hold_path]
min-delay-start = "I1[25]"
min_path_cells = 4
worstHoldPathType = "primary input to output port"
min_to = "O[23]"

[critical_path]
max_stage_delay_ps = 520
cpMostUsedCell = "buf_6"
cp.arrival_ps = 1600
path_max_fanout = 8
start_kind = "primary input"
crit_type = "primary input to output port"
required_ps = 1200
crit_chain = "buf_12, buf_16, mux4_2, buf_6, mux2_4, buf_6"
slowest_stage = "mux4_2"
end_kind = "output port"

[timing]
worst_pin_slew_ps = 300
setup_violations = 32
period_used_pct = 127
period_needed_ps = 1900
setup_slack_ps = -399
clock.fmax_mhz = 527
slew_headroom_pct = 80.1
hold_viol_final = 0
rsz0062_at_grt = "true"
drv_slew = 0
## worst max-delay path, delay by kind of cell
family | cells | cell delay (ps)
buffers and inverters | 4 | 500
multiplexers | 2 | 790
## kinds of logic (layout without fill, tap and decap cells)
kind of cell	count (synthesis)	after routing	synth area share, %
muxes	64	64	74.2
buffers and inverters	44	112	25.8
## area by class of cell
| type | count | area share, % |
|---|---|---|
| Timing Repair Buffer | 112 | 49.7 |
| Tap cell | 77 | 3.75 |
| Multi-Input combinational cell | 64 | 46.5 |
## worst max-delay path by stage
stage	end	slack, ps	from	cells past startpoint
6_report	O[3]	-400	I2[0]	6
5_1_grt	O[7]	-440	I2[0]	6
4_1_cts	O[4]	-410	I2[0]	6
## through the flow
step                std cells  instance area, sq um  hold slack, ps  TNS, ps
floorplan                 108                  1490             944    -6370
detailed placement        214                  1970            1720   -30770
global placement          214                  1970            1720   -30910
CTS                       249                  2390            1270   -10970
finish                    253                  2570            1290   -11040
global route              253                  2570            1320   -12250
## layout by cell type (no fill, tap or decap)
master,n
buf_12,8
buf_16,6
buf_2,11
buf_4,7
buf_6,46
buf_8,1
clkdlybuf4s15_1,17
clkdlybuf4s15_2,1
dlygate4sd2_1,15
mux2_2,1
mux2_4,31
mux4_2,32
## power breakdown
| group | internal, uW | switching, uW | leakage [uW] |
|---|---|---|---|
| sequential | 0 | 0 | 0 |
| clock | 0 | 0 | 0 |
| combinational | 697 | 293 | 0.00114 |
## per-layer routing
| layer | up-vias | global-route usage [%] | routed length, um |
|---|---|---|---|
| met1 | 623 | 13.2 | 2020 |
| li1 | 551 | - | - |
| met3 | 0 | 3.95 | 541 |
| met5 | - | 0 | 0 |
| met2 | 59 | 15.3 | 2420 |
| met4 | 0 | 0 | 0 |
## timing repair
action | in CTS | in global routing
buffers inserted | 29 | 4
cloned | 6 | 0
gates resized | 221 | 25
endpoints found under the setup margin | 32 | 32
Power and IR drop assume default switching activity.
