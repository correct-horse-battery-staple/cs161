==> design.v <==
module mux2to1B32 (input logic C0, input logic [31:0] I1, 
	input logic [31:0] I0, output logic [31:0] O);
   mux4to1B32 mux1(1'b0, C0, 32'b0, 32'b0, I1, I0, O);
endmodule
module mux4to1B1(C1,C0,I3,I2,I1,I0,O1);
input logic C1, C0, I2, I1, I3, I0;
output logic O1;
assign O1 = (C1 & C0 & I3) |
	(C1 & ~C0 & I2) |
	(~C1 & C0 & I1) |
	(~C1 & ~C0 & I0);
	endmodule
module mux4to1B32 (input logic C1, input logic C0, input logic [31:0] I3, 
	input logic[31:0] I2, input logic [31:0] I1, 
	input logic [31:0] I0, output logic [31:0] O);
	mux4to1B4 s1(C1,C0,I3[3:0],I2[3:0],I1[3:0],I0[3:0],O[3:0]);
	mux4to1B4 s2(C1,C0,I3[7:4],I2[7:4],I1[7:4],I0[7:4],O[7:4]);
	mux4to1B4 s3(C1,C0,I3[11:8],I2[11:8],I1[11:8],I0[11:8],O[11:8]);
	mux4to1B4 s4(C1,C0,I3[15:12],I2[15:12],I1[15:12],I0[15:12],O[15:12]);
	mux4to1B4 s5(C1,C0,I3[19:16],I2[19:16],I1[19:16],I0[19:16],O[19:16]);
	mux4to1B4 s6(C1,C0,I3[23:20],I2[23:20],I1[23:20],I0[23:20],O[23:20]);
	mux4to1B4 s7(C1,C0,I3[27:24],I2[27:24],I1[27:24],I0[27:24],O[27:24]);
	mux4to1B4 s8(C1,C0,I3[31:28],I2[31:28],I1[31:28],I0[31:28],O[31:28]);
endmodule
module mux4to1B4 (input logic C1, input logic C0, input logic [3:0] I3, 
	input logic[3:0] I2, input logic [3:0] I1, 
	input logic [3:0] I0, output logic [3:0] O);
	integer i;
	mux4to1B1 m0(C1,C0,I3[0],I2[0],I1[0],I0[0],O[0]);
	mux4to1B1 m1(C1,C0,I3[1],I2[1],I1[1],I0[1],O[1]);
	mux4to1B1 m2(C1,C0,I3[2],I2[2],I1[2],I0[2],O[2]);
	mux4to1B1 m3(C1,C0,I3[3],I2[3],I1[3],I0[3],O[3]);
endmodule
==> run.sh <==
#!/bin/bash
# OpenROAD 26Q1-2900-gdf79404cd8, Yosys 0.63+post, stock flow scripts
make -C /OpenROAD-flow-scripts/flow DESIGN_CONFIG=/design/flow/config.mk WORK_HOME=/design/flow/orfs finish
==> config.mk <==
export PLATFORM = sky130hd
export DESIGN_NAME = mux2to1B32
export DESIGN_NICKNAME = mux2to1B32
export VERILOG_FILES = /design/flow/design.v
export SDC_FILE = /design/flow/constraint.sdc
export NUM_CORES = 4
export LEC_CHECK = 1
export CORE_AREA = 10 10 70 70
export DIE_AREA = 0 0 80 80
==> constraint.sdc <==
current_design mux2to1B32

set clk_period 1.0
set clk_io_pct 0.2

create_clock -name clk0 -period $clk_period

set non_clock_inputs [all_inputs -no_clocks]
set_input_delay [expr $clk_period * $clk_io_pct] -clock clk0 $non_clock_inputs
set_output_delay [expr $clk_period * $clk_io_pct] -clock clk0 [all_outputs]
==> results.ini <==
[setup_path]
cp-start-kind = input pin
worstSetupPathType = input pin to primary output
crit_arrival_ns = 0.88
cp-end-kind = primary output
required_ns = 0.80
critPathMaxFanout = 8

[power_and_ir_drop]
p_int_uw = 461.7
leakagePower_uw = 0.0008302
vdd_drop_max_v = 0.0002015
power_frac_seq = 0
p_switching_uw = 134.3
power_uw = 596.0
combinationalPowerShare = 1.000
switching_share = 0.2253
pwr-share-clk = 0
p_per_area_nw_per_um2 = 392.4

[run]
maxCapViolCount = 0
warning_count = 35

[routing]
drtAntennaViolNets = 0
wl_met2_mm = 1.360
routed-wl-met3_um = 458
antenna_cells = 0
viasPerCell = 3.850
via_count = 693
top_layer_used = met3
wirelength_mm = 2.802
drt_first_pass_iters = 2
drtIter0Drc = 7
m1WireLength_um = 982
drc = 0
wire_per_inst_um = 15.57

[finish]
layout_top_cells = dlygate4sd2_1, mux2_4, buf_6
area_growth_pct = 93.62
fin_cells = 180
mostFrequentLayoutCell = dlygate4sd2_1
nClkBuffers = 0
fin_util = 0.4447
drive_above_1_share = 0.5224
ff_count = 0
flop_area_um2 = 0

[worst_hold_path]
min_to = O[27]
hold_start = I0[27]
hold_depth = 3
hp-class = input pin to primary output

[sta]
fin_crit_sh = 1.084
rsz0062_at_grt = yes
setup_ws_ns = -0.08353
timing_hold_violations_final = 0
fmax_mhz = 922.9
finalCriticalPeriod_ns = 1.084
setup_viol = 32
whs_ns = 0.7954
tightest_slew_ns = 0.07619
drv_slew = 0
relSlewSlack = 0.9492

[global_route]
grt_pass1_wl_mm = 4.229
grt_antenna_before_repair = 0
grt_max_degree = 9
grt_pass1_vias = 835
grt-ovfl-total = 0
grt_usage = 0.08289

[status]
failed_checks = negative setup slack
status = finished, violations left

[floorplanning]
die_width_um = 80
ios = 97
initCoreUtil = 0.2297
rows = 21
dieHeight_um = 80
core_um2 = 3416
die_area_um2 = 6400

[logic_synthesis]
ys_seq_frac = 0
synth_cells = 68
yosysWarnings = 0
synth_top_cell_by_area = mux2_4
yosys.cell_types.count = 5
synthesis.area_um2 = 784.5
ys_top_cells_by_area = mux2_4, buf_4, buf_12
synth.avg_cell_area_um2 = 11.54
yosysTopAreaCellShare = 0.5742
yosys-stat-cells = 68
ys_chip_area_um2 = 784.5

[placed_design]
hpwl_mm = 2.537
gp_congestion = 0.7800
pre_cts_ws_ns = -0.5091
dp.cells = 178
io_buffers = 97

[clock_tree]
cts_setup_buffers = 0
hold_buffers = 0

==> area by class of cell <==
class                      instances  area [um^2]
tap                               46        57.56
fill                             359         1897
multi-input combinational         32        480.5
timing repair buffer             102        980.9
==> routing by layer <==
metal | GRT usage | up-vias
li1 | - | 334
met1 | 0.08504 | 307
met2 | 0.1421 | 52
met3 | 0.06023 | 0
met4 | 0 | 0
met5 | 0 | -
==> Yosys cell counts <==
cell    count
buf_6       1
mux2_2      2
buf_12      3
buf_4      32
mux2_4     30
==> worst max-delay path: stages <==
cell,delay (ns)
buf_12,0.12
buf_12,0.14
mux2_4,0.30
buf_6,0.11
==> per-stage QoR <==
step / TNS [ns] / area [um^2]
final: -2.261 / 1519
after global routing: -2.778 / 1519
after CTS: -2.428 / 1500
after detailed placement: -15.42 / 1544
after global placement: -15.36 / 1544
after floorplan: -1.446 / 905.9
==> worst max-delay path by stage <==
stage | endpoint | slack, ns | depth (start not counted) | startpoint
after CTS | O[2] | -0.09 | 4 | C0
after global routing | O[2] | -0.1 | 4 | C0
final | O[2] | -0.08 | 4 | C0
==> cells by family after synthesis <==
group,count (synthesis),share of synthesized area
buf+inv,36,0.3971
mux,32,0.6029
==> what timing repair did <==
action                                  CTS  global route
endpoints found under the hold margin     0             0
endpoints found under the setup margin   32            32
gates cloned                              2             0
resized                                 188             3
==> power groups by stage <==
stage                 Sequential (uW)  Combinational, uW  Clock (uW)
after CTS                           0                597           0
after global routing                0                644           0
final                               0                596           0
Power and IR drop assume default switching activity.
